==> /design/flow/design.v <==
module APB_master(input Transfer,               
                  input Wr_Rd,                  
                  input [4:0] Address,          
                  input [31:0] write_data,      
                  output reg [31:0] read_data,  
                  input PCLK,                   
                  input PRESETn,                
                  input PREADY,                 
                  input [31:0] PRDATA,          
                  input PSLVERR,                
                  output reg [4:0] PADDR,       
                  output reg PSELx,             
                  output reg PENABLE,           
                  output reg PWRITE,            
                  output reg [31:0] PWDATA);    
    parameter IDLE = 2'b00, SETUP = 2'b01, ACCESS = 2'b10;
    reg [1:0] ps,ns;
    always @(posedge PCLK) begin
        if (!PRESETn)
            ps <= IDLE;
        else
            ps <= ns;
    end
    always @(ps,Transfer,PREADY) begin
        if (!PRESETn  || !Transfer)
            ns <= IDLE;
        else
        begin
            PWRITE = Wr_Rd;
            case (ps)
                IDLE:begin
                    PSELx   = 0;
                    PENABLE = 0;
                    ns <= SETUP;
                end
                SETUP:begin
                    PSELx   = 1;
                    PENABLE = 0;
                    PADDR   = Address;
                    if (PWRITE)
                        PWDATA   <= write_data;
                    if (!PSLVERR)
                        ns <= ACCESS;
                    else
                        ns <= IDLE;
                end
                ACCESS:begin
                    PSELx   = 1;
                    PENABLE = 1;
                    if (!PSLVERR)
                    begin
                        if (!PREADY) begin
                            if (PWRITE) begin
                                ns <= ACCESS;
                            end
                            else if (!PWRITE) begin
                                read_data = PRDATA;
                                ns <= ACCESS;
                            end
                        end
                        else if (PREADY)
                            ns <= SETUP;
                    end
                    else
                        ns <= IDLE;
                end
                default: ns <= IDLE;
            endcase
        end
    end
endmodule
module APB_slave(input PCLK,                
                 input PRESETn,             
                 input [4:0] PADDR,         
                 input PSELx,               
                 input PENABLE,             
                 input PWRITE,              
                 input [31:0]PWDATA,        
                 output reg PREADY,         
                 output reg [31:0] PRDATA,  
                 output reg PSLVERR = 0);   
    reg [31:0] mem [0:31];  
    reg [31:0] temp_data;
    always @(*) begin
        if (!PRESETn)
        begin
            PREADY  = 0;
            PSLVERR = 0;
        end
        else
        begin
            if (PSELx && !PENABLE && !PWRITE) begin   
                PREADY = 0;
            end
            else if (PSELx && PENABLE && !PWRITE) begin   
                PREADY = 1;
                PRDATA = mem[PADDR];
            end
            else if (PSELx && !PENABLE && PWRITE) begin   
                PREADY = 0;
            end
            else if (PSELx && PENABLE && PWRITE) begin   
                PREADY     = 1;
                mem[PADDR] = PWDATA;
            end
            else
                PREADY = 0;
        end
    end
endmodule
module APB_top(input PCLK,
               input PRESETn,
               input Transfer,
               input Wr_Rd,
               input [4:0] Address,
               input [31:0] write_data,
               output [31:0] read_data);
    wire [4:0] PADDR;
    wire [31:0] PWDATA,PRDATA;
    wire PSELx,PENABLE,PWRITE,PREADY,PSLVERR;
    APB_master Design_master(Transfer,Wr_Rd,Address,write_data,read_data,PCLK,PRESETn,PREADY,PRDATA,PSLVERR,PADDR,PSELx,PENABLE,PWRITE,PWDATA);
    APB_slave Design_slave(PCLK,PRESETn,PADDR,PSELx,PENABLE,PWRITE,PWDATA,PREADY,PRDATA,PSLVERR);
endmodule
==> /design/flow/run.sh <==
#!/bin/bash
# OpenROAD 26Q1-2900-gdf79404cd8, Yosys 0.63+post, stock flow scripts
make -C /OpenROAD-flow-scripts/flow DESIGN_CONFIG=/design/flow/config.mk WORK_HOME=/design/flow/orfs finish
==> /design/flow/config.mk <==
export PLATFORM = sky130hd
export DESIGN_NAME = APB_top
export DESIGN_NICKNAME = APB_top
export VERILOG_FILES = /design/flow/design.v
export SDC_FILE = /design/flow/constraint.sdc
export NUM_CORES = 4
export LEC_CHECK = 1
export CORE_UTILIZATION = 40
==> /design/flow/constraint.sdc <==
current_design APB_top

set clk_period 1.0
set clk_io_pct 0.2

create_clock -name clk0 -period $clk_period [get_ports {PCLK}]

set non_clock_inputs [all_inputs -no_clocks]
set_input_delay [expr $clk_period * $clk_io_pct] -clock clk0 $non_clock_inputs
set_output_delay [expr $clk_period * $clk_io_pct] -clock clk0 [all_outputs]
==> impl_metrics.yaml <==
# yosys + openroad results
clock_tree:
  h-tree-depth: 1
  cts_root_buf: "clkbuf_16"
  ctsResizeCount: 0
  clk_pin_slew_worst_paths_ns: 0.03
  cts_buffers: 3
  cts_tree: "done"
  cts_hold_buf: 0
  insertion_delay_ns: 0.22
  cts_setup_buffers: 0
  clockBufferDepth: 2
timing:
  hold_viol_final: 0
  fmax_mhz: 1333
  untimed_endpoints: 1160
  final-setup-viol-count: 0
  tightestPinTransition_ns: 1.385
  rsz0062_at_grt: "no"
  min_period_ns: 0.7499
  finalWorstSetupSlack_ns: 0.2501
  finalSetupTns_ns: 0
  fin_worst_skew_ns: 0.001747
  unclocked_regs: 1128
  maxSlewViolCount: 0
  max-slew-margin-rel_pct: 7.469
  layout_worst_path_cycle_share_pct: 74.99
  hold_ws_ns: 0.5064
placement:
  gp_congestion: 0.9647
  dp_hpwl_um: 58900
  dp_slack_ns: 0.03082
  port_buffers: 72
layout:
  lay_top_cells: "1122 x dlxtn_1, 302 x a22oi_1, 109 x buf_4"
  area_growth_pct: 7.860
  mi_logic_area_um2: 7022
  drive_gt1_share_pct: 8.236
  fillers: 5488
  regArea_um2: 17010
  utilization_pct: 43.90
  mostFrequentLayoutCell: "dlxtn_1"
global_route:
  grtUsageTotal_pct: 33.07
  antenna_found_initial: 6
  grt_pass1_wl_um: 140300
  grt-ovfl-total: 0
  top_usage_layer: "met2"
  first_global_vias: 18676
  use_met2_pct: 47.99
  met3_usage_pct: 14.18
  met1_usage_pct: 43.84
  grt_start_max_net_pins: 55
critical_path:
  reg2reg_to: "Design_master.ps[2]"
  cp_max_fo: 4
  ff2ff_setup_slack_ns: 0.27
  start_kind: "input port"
  worstPathArrival_ns: 0.90
  crit_path_end_kind: "flip-flop"
  cp.required_ns: 1.15
  reg2reg_from: "Design_master.ps[1]"
  reg2reg_depth: 2
  crit_type: "input port to flip-flop"
synthesis:
  ys_cells: 2252
  async_reset_ff_share_pct: 0
  syn-cell-area_um2: 24700
  synth_area_per_cell_um2: 10.97
  edf_count: 0
  yosysUniqueCellTypes: 79
  synth_flops: 1131
  ys.flop_type: "dlxtn_1"
  yosys_area_um2: 24700
  synth_cells: 2252
  synth_warnings: 3
floorplan:
  chip_area_um2: 62760
  die_w_um: 250.5
  die_y_um: 250.5
  rows: 90
  initial_utilization_pct: 40.70
  ioPinCount: 73
  fp.coreArea_um2: 60700
hold_path:
  hold_start: "Design_master.ps[0]"
  hold_path.class: "flip-flop to flip-flop"
  hold_end: "Design_master.ps[2]"
  hold_depth: 2
detailed_routing:
  drt_iter0_drc: 1911
  wire_per_inst_um: 32.09
  totalWireLength_um: 99640
  route.detailed.drc: 0
  ant_nets: 0
  dr.pass1.iters: 7
  via_per_inst: 6.272
  vias: 19474
pwr:
  p_per_area_nw_per_um2: 313.5
  peakVddDrop_v: 0.001094
  finalPower_mw: 8.354
  p_leak_nw: 12.16
flow_run:
  drv_cap: 0
  log.warning_count: 25
outcome:
  status: "completed"
-- sequential cells by signal, summed over array words and instances (netlist names) --
name	cells
Design_slave.mem	1024
Design_master.PWDATA	32
Design_master.read_data	32
Design_slave.PRDATA	32
Design_master.PADDR	5
Design_master.ps	3
Design_master.PENABLE	1
Design_master.PSELx	1
Design_master.PWRITE	1
-- kinds of logic after synthesis --
| kind of cell | Yosys count | synth area share [%] |
|---|---|---|
| compound gates | 545 | 16.59 |
| buf+inv | 121 | 2.963 |
| flops | 3 | 0.2431 |
| latches | 1128 | 68.47 |
| mux | 75 | 3.211 |
| simple gates | 380 | 8.443 |
-- routing by layer --
layer  share of wire, %  vias to the layer above
li1                   -                     8235
met1                 37                     9439
met2                 43                     1453
met3                 14                      341
met4                5.6                        6
met5              0.085                        -
-- report_power, final --
| part | total [mW] | switching (mW) | internal (mW) |
|---|---|---|---|
| clock | 0.625 | 0.0995 | 0.525 |
| combinational | 3.52 | 2.08 | 1.44 |
| sequential | 4.21 | 0.885 | 3.32 |
| total | 8.35 | 3.07 | 5.29 |
-- stage by stage --
stage / area [um^2] / std cells
after global placement: 26560 / 3097
after CTS: 26640 / 3101
after detailed placement: 26560 / 3097
final: 26650 / 3105
after floorplan: 24700 / 2252
after global routing: 26640 / 3102
-- worst max path at each step --
stage                          to    start  cells past startpoint  slack [ns]
global route  Design_master.ps[1]  PRESETn                      3        0.20
finish        Design_master.ps[1]  PRESETn                      3        0.25
CTS           Design_master.ps[1]  PRESETn                      3        0.23
-- cell type report --
cell class,count,share of cell area [%]
sequential,1131,63.83
multi-input combinational,1000,26.35
timing repair buffer,181,5.775
tap,782,3.672
clock buffer,4,0.2958
inverter,3,0.04226
antenna,4,0.03756
-- critical path, cell delays in order --
cell and delay (ns):
clkdlybuf4s50_1 0.48, nand2_1 0.10, nor2_1 0.12
-- synthesized netlist by cell type (19+ instances only) --
library cell / n / share of area (%)
nand3_1: 24 / 0.49
nor3_1: 40 / 0.81
nand4_1: 52 / 1.3
dlxtn_1: 1127 / 68
a22oi_1: 302 / 9.2
buf_2: 72 / 1.5
nand2_1: 91 / 1.4
a22o_1: 30 / 1.1
mux2_2: 19 / 0.87
nor2_1: 69 / 1.0
a21oi_1: 56 / 1.1
o21ai_0: 24 / 0.49
mux2i_1: 53 / 2.1
Power is estimated from default activity; no workload was simulated.
